$ cat flow/run.sh
#!/bin/bash
# OpenROAD 26Q1-2900-gdf79404cd8, Yosys 0.63+post, stock flow scripts
make -C /OpenROAD-flow-scripts/flow DESIGN_CONFIG=/design/flow/config.mk WORK_HOME=/design/flow/orfs finish
$ cat flow/config.mk
export PLATFORM = sky130hd
export DESIGN_NAME = SevenSegDriver
export DESIGN_NICKNAME = SevenSegDriver
export VERILOG_FILES = /design/flow/design.v
export SDC_FILE = /design/flow/constraint.sdc
export NUM_CORES = 4
export LEC_CHECK = 1
export CORE_UTILIZATION = 50
$ cat flow/constraint.sdc
current_design SevenSegDriver

set clk_period 18.5
set clk_io_pct 0.2

create_clock -name clk0 -period $clk_period [get_ports {i_CLK}]

set non_clock_inputs [all_inputs -no_clocks]
set_input_delay [expr $clk_period * $clk_io_pct] -clock clk0 $non_clock_inputs
set_output_delay [expr $clk_period * $clk_io_pct] -clock clk0 [all_outputs]
$ cat flow/design.v
`timescale 1ns / 1ps
module BCDto7Seg(
	input  [3:0] bcd,
	output [7:0] seg
	);
	reg [7:0] seg;
	always@(bcd) 
	begin
		case(bcd)    
			0: seg = 8'b11101110;	 
			1: seg = 8'b01001000;    
			2: seg = 8'b00111110;	 
			3: seg = 8'b01111100;	 
			4: seg = 8'b11011000;	 
			5: seg = 8'b11110100;	 
			6: seg = 8'b11110110;	 
			7: seg = 8'b01101000;	 
			8: seg = 8'b11111110;    
			9: seg = 8'b11111100;	 
			default : seg = 8'b00000000;
		endcase
	end
endmodule
`timescale 1ns / 1ps
module BinaryToBCD(
	input  [12:0] binary,
	output reg [3:0]  Thousands, 
					  Hundreds, 
					  Tens, 
					  Ones
	);
	integer i;
	always@(binary) 
	begin
		Thousands = 4'd0;
		Hundreds = 4'd0;
		Tens = 4'd0;
		Ones = 4'd0;
		for (i = 12; i >= 0; i = i - 1)
		begin
			if (Thousands >= 5)
				Thousands = Thousands + 3;
			if (Hundreds >= 5)
				Hundreds = Hundreds + 3;
			if (Tens >= 5)
				Tens = Tens + 3;
			if (Ones >= 5)
				Ones = Ones + 3;
			Thousands = Thousands << 1;
			Thousands[0] = Hundreds[3];
			Hundreds = Hundreds << 1;
			Hundreds[0] = Tens[3];
			Tens = Tens << 1;
			Tens[0] = Ones[3];
			Ones = Ones << 1;
			Ones[0] = binary[i];
		end
	end
endmodule
`timescale 1ns / 1ps
module SevenSegDriver(
	input 		 i_CLK,
	input [12:0] i_Data,
	output 		 o_Data, 
   output 	    o_Latch
	);
	integer loopNum = 0;
	reg o_Latch, o_Data;
	wire [63:0] storeReg;
	reg temp, temp_latch;
	initial
	begin
		o_Latch <= 1'b1;
	end
	wire [3:0] Thousands, Hundreds, Tens, Ones;
	BinaryToBCD instance_tobcd(            							     
		.binary(i_Data),               				 
      .Thousands(Thousands),
		.Hundreds(Hundreds),
		.Tens(Tens),
		.Ones(Ones)
		);
	BCDto7Seg instance_toseg_1(            							     
		.bcd(Thousands),               				 
      .seg(storeReg[15:8])
		);
	BCDto7Seg instance_toseg_2(            							     
		.bcd(Hundreds),               				 
      .seg(storeReg[31:24])
		);
	BCDto7Seg instance_toseg_3(            							     
		.bcd(Tens),               				 
      .seg(storeReg[47:40])
		);
	BCDto7Seg instance_toseg_4(            							     
		.bcd(Ones),               				 
      .seg(storeReg[63:56])
		);
	assign storeReg[7:0] = 8'b00000100;
	assign storeReg[23:16] = 8'b00001000;
	assign storeReg[39:32] = 8'b00100000;
	assign storeReg[55:48] = 8'b01000000;
	always@(posedge i_CLK)
	begin
		if(loopNum >= 0 && loopNum < 15)
		begin
			temp_latch <= 1'b1;
			temp <= storeReg[loopNum];
			loopNum <= loopNum + 1;		
		end
		else if(loopNum >= 16 && loopNum < 31)
		begin
			temp_latch <= 1'b1;
			temp <= storeReg[loopNum];
			loopNum <= loopNum + 1;
		end
		else if(loopNum >= 32 && loopNum < 47)
		begin
			temp_latch <= 1'b1;
			temp <= storeReg[loopNum];
			loopNum <= loopNum + 1;
		end
		else if(loopNum >= 48 && loopNum < 63)
		begin
			temp_latch <= 1'b1;
			temp <= storeReg[loopNum];
			loopNum <= loopNum + 1;
		end
		else if(loopNum == 15)
		begin
			temp_latch <= 1'b0;
			temp <= storeReg[loopNum];
			loopNum <= loopNum + 1;
		end
		else if(loopNum == 31)
		begin
			temp_latch <= 1'b0;
			temp <= storeReg[loopNum];
			loopNum <= loopNum + 1;
		end
		else if(loopNum == 47)
		begin
			temp_latch <= 1'b0;
			temp <= storeReg[loopNum];
			loopNum <= loopNum + 1;
		end
		else if(loopNum == 63)
		begin
			temp_latch <= 1'b0;
			temp <= storeReg[loopNum];
			loopNum <= 0;
		end
		o_Data <= temp;
		o_Latch <= temp_latch;		
	end
endmodule
==> metrics.json <==
{
  "setup.worst_path.class": {"value": "primary input to register"},
  "placement.cell_area": {"value": 6330, "unit": "sq um"},
  "fraction_of_the_cycle_the_final_worst_path_needs": {"value": 93.8, "unit": "%"},
  "lay_top_count": {"value": "sky130_fd_sc_hd__ha_1"},
  "worst_setup_path_end_kind": {"value": "register"},
  "global_route_wire_length_before_repair": {"value": 23200, "unit": "microns"},
  "fill_cells": {"value": 1036},
  "count_of_input_and_output_buffers": {"value": 15},
  "yosys.stat.seqShare": {"value": 17.6, "unit": "%"},
  "ys_cells": {"value": 720},
  "postSynthAreaPerCell": {"value": 8.28, "unit": "sq um"},
  "grt_max_degree": {"value": 35},
  "clock_transition_time_at_the_flip_flop_clock_pins_of_the_worst_setup_and_hold_paths": {"value": 50, "unit": "ps"},
  "worst_slew_pin_slew": {"value": 916, "unit": "ps"},
  "final_area": {"value": 6520, "unit": "sq um"},
  "drt-vias-per-instance": {"value": 6.12},
  "synth_largest_type_area_fraction": {"value": 16.6, "unit": "%"},
  "worst-path-max-fanout": {"value": 15},
  "slowest_stage_cell_crit_path": {"value": "sky130_fd_sc_hd__clkdlybuf4s50_1"},
  "critical_path.most_common_cell": {"value": "sky130_fd_sc_hd__ha_1"},
  "final_layout_top_logic_cells": {"value": "58 x sky130_fd_sc_hd__ha_1, 54 x sky130_fd_sc_hd__inv_1, 53 x sky130_fd_sc_hd__nor2_1"},
  "synthesis.instances": {"value": 720},
  "synth_area": {"value": 5960, "unit": "sq um"},
  "io_pins": {"value": 16},
  "run_status": {"value": "completed"},
  "cts_root_buf": {"value": "sky130_fd_sc_hd__clkbuf_16"},
  "relSlewSlack": {"value": 38.9, "unit": "%"},
  "fmax": {"value": 57.6, "unit": "MHz"},
  "finalCriticalPeriod": {"value": 17350, "unit": "ps"},
  "clockBufferDepth": {"value": 2},
  "grt_antenna_before_repair": {"value": 0},
  "finalWeightedCongestion": {"value": 0.915},
  "synth_cell_types": {"value": 101},
  "setup-violations-final": {"value": 0},
  "dr_total_vias": {"value": 5514},
  "detail_route.wl_per_cell": {"value": 14.9, "unit": "microns"},
  "grt_overflow_total": {"value": 0},
  "cts_tree": {"value": "built"},
  "syn_to_final_growth": {"value": 9.45, "unit": "%"},
  "worst-r2r-setup-slack": {"value": 16000, "unit": "ps"},
  "numClockSinks": {"value": 36},
  "cts-buffers-inserted": {"value": 5},
  "synth.top_cells.by_area": {"value": "sky130_fd_sc_hd__edfxtp_1 17%, sky130_fd_sc_hd__ha_1 13%, sky130_fd_sc_hd__inv_1 3.4%"},
  "stage_log_warnings": {"value": 57},
  "antenna_left": {"value": 0},
  "postSynth.topFlopCell": {"value": "sky130_fd_sc_hd__edfxtp_1"},
  "postSynthRegisterBits": {"value": 36},
  "insertion_delay": {"value": 270, "unit": "ps"},
  "htreeDepth": {"value": 2},
  "finalSetupTns": {"value": 0, "unit": "ps"},
  "grt_setup_unrepaired": {"value": "false"},
  "hold_violations": {"value": 0},
  "min-delay-path-class": {"value": "register to register"},
  "hpwlAfterDp": {"value": 10800, "unit": "microns"},
  "postSynth.asyncResetShare": {"value": 0, "unit": "%"},
  "postRouteWirelength": {"value": 13400, "unit": "microns"},
  "core.rowCount": {"value": 39},
  "worstPathRequired": {"value": 18510, "unit": "ps"},
  "synth_warnings": {"value": 3},
  "maxSlewViolCount": {"value": 0},
  "core_area": {"value": 11500, "unit": "sq um"},
  "drt_first_iter_violations": {"value": 363},
  "yosys.stat.chipArea": {"value": 5960, "unit": "sq um"},
  "ratio_of_cells_with_drive_above_1_in_the_final_layout": {"value": 10.6, "unit": "%"},
  "vias_in_the_first_global_route": {"value": 5029},
  "arrival": {"value": 17360, "unit": "ps"},
  "critPathMaxStageDelay": {"value": 610, "unit": "ps"},
  "detail_route.antenna_diodes": {"value": 0},
  "finClkSkew": {"value": 6.24, "unit": "ps"},
  "die_x": {"value": 111, "unit": "microns"},
  "number_of_flops_mapped_to_enable_cells_by_yosys": {"value": 33},
  "die_area": {"value": 12400, "unit": "sq um"},
  "floorplan.initialDensity": {"value": 51.7, "unit": "%"},
  "detail_route.first_pass.iterations": {"value": 5},
  "max-cap-violations": {"value": 0},
  "floorplan.die.height": {"value": 111, "unit": "microns"},
  "most_area_hungry_cell_type_in_the_yosys_netlist": {"value": "sky130_fd_sc_hd__edfxtp_1"},
  "gr-usage-all-layers": {"value": 22.5, "unit": "%"},
  "setup.worst_path.start_class": {"value": "primary input"},
  "route.detailed.drc": {"value": 0}
}
state kept, by name (all words and copies together) (netlist names):
register / cells
temp_latch: 1
o_Latch: 1
o_Data: 1
loopNum: 32
temp: 1
path summary, 6_finish.rpt:
kind,start,end,cells after the start
worst max-delay path,i_Data[11],temp$_DFFE_PP_,65
worst min-delay path,temp_latch$_SDFFE_PP1P_,o_Latch$_DFF_P_,0
worst min register to register,temp_latch$_SDFFE_PP1P_,o_Latch$_DFF_P_,0
worst max register to register,loopNum[7]$_DFFE_PP_,temp$_DFFE_PP_,9
kinds of logic after synthesis:
logic type | Yosys count | share of synthesized area, %
and+or+nand+nor | 262 | 23.7
buffers and inverters | 71 | 4.64
xor gates and xnor gates | 19 | 3.51
AOI/OAI and AO/OA | 231 | 30.2
adders and majority gates | 60 | 12.6
other | 1 | 0.0629
muxes | 40 | 7.62
DFF | 36 | 17.6
cell type report:
cell class | instances | area (sq um) | area share (%)
multi-input cells | 638 | 4750 | 72.9
repair buffers | 19 | 180 | 2.76
flip-flops and latches | 36 | 1050 | 16.1
clock buffers | 5 | 125 | 1.92
well taps | 143 | 179 | 2.74
inverters | 57 | 214 | 3.28
clock inverters | 3 | 18.8 | 0.288
synth_stat cells, types with 6 or more instances:
master                      n
sky130_fd_sc_hd__nand4_1   15
sky130_fd_sc_hd__and2_1    14
sky130_fd_sc_hd__a211oi_1  10
sky130_fd_sc_hd__inv_1     54
sky130_fd_sc_hd__nor4_1    14
sky130_fd_sc_hd__o21ai_1   11
sky130_fd_sc_hd__o21ai_0   24
sky130_fd_sc_hd__mux2_2    13
sky130_fd_sc_hd__nor3_1    19
sky130_fd_sc_hd__o22ai_1    7
sky130_fd_sc_hd__o21a_1    11
sky130_fd_sc_hd__a21o_1     8
sky130_fd_sc_hd__a31oi_1    9
sky130_fd_sc_hd__edfxtp_1  33
sky130_fd_sc_hd__nor2_1    53
sky130_fd_sc_hd__nand2b_1  15
sky130_fd_sc_hd__a211o_1    6
sky130_fd_sc_hd__nand3_1   22
sky130_fd_sc_hd__a311oi_1  10
sky130_fd_sc_hd__o211ai_1  13
sky130_fd_sc_hd__nor2b_1   15
sky130_fd_sc_hd__and3_1     8
sky130_fd_sc_hd__mux2i_1   18
sky130_fd_sc_hd__nand2_1   48
sky130_fd_sc_hd__clkbuf_1  10
sky130_fd_sc_hd__ha_1      60
sky130_fd_sc_hd__xnor2_1   12
sky130_fd_sc_hd__a21oi_1   30
metrics by stage:
| step | util, % | hold slack (ps) | worst slack (ps) | std cells |
|---|---|---|---|---|
| 5_1_grt | 56.6 | 376 | 27.3 | 901 |
| 4_1_cts | 56.3 | 360 | 506 | 899 |
| 2_1_floorplan | - | 323 | 2540 | 745 |
| 3_5_place_dp | 55.0 | 344 | 262 | 891 |
| 3_3_place_gp | 55.0 | 338 | 800 | 891 |
| 6_report | 56.6 | 357 | 1150 | 901 |
routing by layer:
metal / wire [microns] / GRT usage, % / up-vias
li1: - / - / 2847
met1: 7110 / 36.1 / 2534
met2: 5630 / 34.0 / 127
met5: 0 / 0 / -
met3: 610 / 2.84 / 6
met4: 73 / 1.53 / 0
critical path, delay by kind of cell:
| family | cells | cell delay (ps) |
|---|---|---|
| compound gates | 17 | 3460 |
| xor+xnor | 7 | 1520 |
| mux | 2 | 410 |
| buf+inv | 6 | 1110 |
| fa+ha+maj | 11 | 3030 |
| simple gates | 22 | 4130 |
timing repair:
item	in CTS	in global routing
endpoints found under the hold margin	0	0
setup buffers	0	2
gates resized	0	6
hold buffers	0	0
endpoints found under the setup margin	0	1
