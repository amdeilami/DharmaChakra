==> ./design.v <==
`timescale 1ns / 1ps
module RegisterBank
	(
	 input			 Cin,
	 input			 Oin,
	 input			 Sin,
	 input		 	 Zin,
    input [2:0] 	 Addr1,
    input [2:0] 	 Addr2,
    input [2:0] 	 AddrWR,
    input [7:0] 	 Datain,
    input 		 	 CLK,
    input 	    	 WR,
    output reg  [7:0] Out1,
    output reg  [7:0] Out2,
	 output reg	  	 CF,
	 output reg	  	 OF,
	 output reg	  	 SF,
	 output reg	  	 ZF,
	 input		 	 FlagWR
    );
	 reg [7:0] RegBank [0:7];
	 reg		  C,O,S,Z;
	 initial
	 begin
	 RegBank[0] <= 8'b00001000;
	 RegBank[1] <= 8'b00000110;
	 RegBank[2] <= 8'b00000010;
	 RegBank[3] <= 8'b00000011;
	 RegBank[4] <= 8'b00000100;
	 RegBank[5] <= 8'b00000101;
	 RegBank[6] <= 8'b00000110;
	 RegBank[7] <= 8'b00000011;
	 C				<= 1'b0;
	 O				<= 1'b0;
	 S				<= 1'b0;
	 Z				<= 1'b0;	 
	 end
	always @(posedge CLK)
	begin
	Out1 = RegBank[Addr1];
	Out2 = RegBank[Addr2];
	OF = O;
	CF = C;
	ZF = Z;
	SF = S;
	end
	 always @(negedge CLK)
		 begin
				if(WR)			 
					begin
					RegBank[AddrWR] <= Datain;
					end
				if(FlagWR)		 
					begin
					O					 <= Oin;
					C					 <= Cin;
					S					 <= Sin;
					Z					 <= Zin;
					end
		 end
endmodule
==> ./run.sh <==
#!/bin/bash
# OpenROAD 26Q1-2900-gdf79404cd8, Yosys 0.63+post, stock flow scripts
make -C /OpenROAD-flow-scripts/flow DESIGN_CONFIG=/design/flow/config.mk WORK_HOME=/design/flow/orfs finish
==> ./config.mk <==
export PLATFORM = sky130hd
export DESIGN_NAME = RegisterBank
export DESIGN_NICKNAME = RegisterBank
export VERILOG_FILES = /design/flow/design.v
export SDC_FILE = /design/flow/constraint.sdc
export NUM_CORES = 4
export LEC_CHECK = 1
export CORE_UTILIZATION = 40
==> ./constraint.sdc <==
current_design RegisterBank

set clk_period 1.8
set clk_io_pct 0.2

create_clock -name clk0 -period $clk_period [get_ports {CLK}]

set non_clock_inputs [all_inputs -no_clocks]
set_input_delay [expr $clk_period * $clk_io_pct] -clock clk0 $non_clock_inputs
set_output_delay [expr $clk_period * $clk_io_pct] -clock clk0 [all_outputs]
==> run summary <==
yosys + openroad results -> startpoint types=register, antenna violations before repair=0, Syn-to-layout area delta=35.1%, Seq/Total Area, Yosys=67.8%, antenna cell count=0, unrepaired setup endpoints after global routing=yes, Worst Skew=about 0.047 ns, kind of critical path=register to register, Final Max Tran Viols=0, Req. time, crit path=2.05 ns, drt total wl=approximately 6900 um, Die Span Y=96.9 um, Final WS setup=-0.388 ns, Largest type area fraction=between 50% and 60%, num rows=34, vias post-DR=roughly 2000, die width=between 90 and 100 um, DRT Pass-1 Iters=4, chip area=around 0.0094 mm2, Top Ports=44, H-tree Lvls=3, fin util=between 50% and 60%, WL/cell=17.0 um, Detailed Route Iter0 Violations=68, grt ovf=0, yosys warns=1, CTS tree=done, layout cell share with drive strength beyond 1=33.8%, Hold Crit Class=input port to register, Slew HR=81.4%, largest net degree at the start of global routing=17, max-cap viol count=0, Final setup viols=16, Critical Path AT=around 2.4 ns, Via density=4.94, outcome=finished with violations, Post-Syn Area per Cell=22.5 um2, Log Warnings=96, Yosys Chip Area=about 0.0036 mm2, Longest Clk Path Bufs=2, crit path max fanout=2, design area=0.00487 mm2, Worst setup EP type=register, largest area contributor in the netlist=edfxtp_1, CTS buffer count=9, cts hold-fix bufs=0, synthesized area=0.00360 mm2, VDD IR-drop max=0.580 mV, GRT Resource Usage Total=between 15 and 20%, Buffers on Ports=43, HPWL after detailed placement=4520 um, Clock transition at path regs=~0.10 ns, RePlAce Congestion=0.781, DRC Markers=0, setup TNS=-5.93 ns, failing checks=setup timing, power per cell area=approximately 960 mW/mm2, clk sinks=slightly below 90, post-route antenna net violation count=0, # Cells Yosys=around 160, root buf cell=clkbuf_8, Distinct lib cells used=15, Late-Pin Clk Latency=roughly 0.40 ns, Final Hold Fails=0, Synthesized registers=88, vias in the first global route=2186, Static Leakage=approximately 1.9 nW, top cells, area=edfxtp_1, mux4_1, dfxtp_1, Core Util at FP=41.3%, placed cell areas=0.00436 mm2, post-place setup slack=-0.893 ns, Fillers=664, worst-margin pin slew=roughly 0.28 ns, first-pass GRT wire length=11000 um, Synth Instances=160, core area=0.00872 mm2
-- worst paths after layout --
| path | from | end | slack (ns) | cells past startpoint |
|---|---|---|---|---|
| max | RegBank[4][0]$_DFFE_NP_ | Out1[0]$_DFF_P_ | -0.39 | 2 |
| min | Addr1[1] | Out1[1]$_DFF_P_ | 0.82 | 3 |
| max reg2reg | RegBank[4][0]$_DFFE_NP_ | Out1[0]$_DFF_P_ | -0.39 | 2 |
| min reg2reg | O$_DFFE_NP_ | OF$_DFF_P_ | 1.27 | 0 |
-- cell families after synthesis --
group	Yosys count	synth area share, %
and+or+nand+nor	13	1.63
muxes	48	28.0
DFF	88	67.8
buffers and inverters	11	2.54
-- metal layers --
layer / GRT usage, % / vias to the layer above / part of all wire [%] / routed length [um]
met2: 26.1 / 88 / 53 / 3610
met1: 22.3 / 980 / 37 / 2550
met4: 2.87 / 0 / 0.96 / 66
met5: 0 / - / 0 / 0
met3: 10.4 / 5 / 9.2 / 632
li1: - / 923 / - / -
-- cells in the final DEF (no fill, tap or decap), drive strengths merged --
| cell type | synthesis | layout |
|---|---|---|
| clkinv | 0 | 2 |
| clkdlybuf4s50 | 0 | 39 |
| inv | 1 | 71 |
| dfxtp | 20 | 20 |
| nand2 | 2 | 2 |
| nor3 | 2 | 2 |
| mux4 | 32 | 32 |
| nand2b | 3 | 3 |
| edfxtp | 68 | 68 |
| buf | 8 | 24 |
| nor2 | 6 | 6 |
| clkbuf | 2 | 11 |
| mux2 | 16 | 16 |
-- cells in the mapped netlist, drive strengths merged --
cell type,number
nand2,2
mux2,16
clkbuf,2
edfxtp,68
dfxtp,20
nand2b,3
mux4,32
nor3,2
nor2,6
buf,8
inv,1
-- where the power goes --
group / switching, mW / internal [mW] / total [mW]
Sequential: 0.0319 / 2.30 / 2.34
Clock: 1.07 / 0.807 / 1.88
Combinational: 0.161 / 0.303 / 0.464
-- layout make-up --
cell class | count | area, um2 | share of cell area [%]
clock inverter | 73 | 302 | 6.20
multi-input combinational | 61 | 1110 | 22.8
timing repair buffer | 63 | 728 | 15.0
tap | 108 | 135 | 2.78
clock buffer | 11 | 153 | 3.14
sequential | 88 | 2440 | 50.2
-- sequential cells by signal, indices dropped and copies added, names as in the netlist --
| name | count |
|---|---|
| C | 1 |
| CF | 1 |
| O | 1 |
| OF | 1 |
| Out1 | 8 |
| Out2 | 8 |
| RegBank | 64 |
| S | 1 |
| SF | 1 |
| Z | 1 |
| ZF | 1 |
-- through the flow --
| step | power (mW) | hold slack (ns) | instances |
|---|---|---|---|
| 3_3_place_gp | 3.04 | 1.03 | 318 |
| 6_report | 4.68 | 0.822 | 404 |
| 2_1_floorplan | 2.79 | 0.618 | 160 |
| 5_1_grt | 4.97 | 0.810 | 404 |
| 4_1_cts | 4.74 | 0.812 | 405 |
| 3_5_place_dp | 3.05 | 1.01 | 318 |
-- timing repair --
item	4_1_cts	5_1_grt
gates cloned	0	0
gates resized	24	6
setup buffers	5	0
setup endpoints to repair	80	21
pin swaps	6	0
-- critical path, stage by stage, from the launching register on --
cell and delay [ns]:
edfxtp_1 0.39, mux4_2 0.48, mux2_2 0.28
Power is estimated from default activity; no workload was simulated.
