==> constraint.sdc <==
current_design Debouncer

set clk_period 4.0
set clk_io_pct 0.2

create_clock -name clk0 -period $clk_period [get_ports {clk}]

set non_clock_inputs [all_inputs -no_clocks]
set_input_delay [expr $clk_period * $clk_io_pct] -clock clk0 $non_clock_inputs
set_output_delay [expr $clk_period * $clk_io_pct] -clock clk0 [all_outputs]
==> design.v <==
`timescale 1ns / 1ps
module Debouncer(
  input clk,
  input bounceSignal,
  output outCLK
    );
   integer countOne=0;
   integer countZero=0;
	reg	  outTemp=1;
  always @(posedge clk)
  begin
  if(bounceSignal==0)
	begin
		if(countZero>500000)
			begin
			countZero<=0;
			countOne<=0;
			outTemp<=0;
			end
		else
			begin
			countZero <= countZero+1;
			countOne	<= 0;
			end
	end
 else
 begin
		if(countOne>500000)
			begin
			countZero<=0;
			countOne<=0;
			outTemp<=1;
			end
		else
			begin
			countOne <= countOne+1;
			countZero	<= 0;
			end
			end
  end
	assign outCLK = outTemp;
endmodule
==> config.mk <==
export PLATFORM = sky130hd
export DESIGN_NAME = Debouncer
export DESIGN_NICKNAME = Debouncer
export VERILOG_FILES = /design/flow/design.v
export SDC_FILE = /design/flow/constraint.sdc
export NUM_CORES = 4
export LEC_CHECK = 1
export CORE_UTILIZATION = 30
==> run.sh <==
#!/bin/bash
# OpenROAD 26Q1-2900-gdf79404cd8, Yosys 0.63+post, stock flow scripts
make -C /OpenROAD-flow-scripts/flow DESIGN_CONFIG=/design/flow/config.mk WORK_HOME=/design/flow/orfs finish
==> flow_summary.yaml <==
# flow metrics
synth:
  synth.most_common_cell: "dfxtp_1"
  synth_cells: 351
  top_area_share_pct: 40.35
  numSynthFlops: 65
  flop_cell: "dfxtp_1"
  syn_area_per_cell_um2: 9.047
  synthesis.area_um2: 3176
  edf_count: 1
  synth_cell_types: 40
  ys_area_um2: 3176
  synthArstFlopShare_pct: 0
  common_cells: "dfxtp_1, nor2_1, xor2_1, nand3_1, nand4_1"
  area_leaders: "dfxtp_1, xor2_1, nor2_1"
  postSynthSeqShare_pct: 41.29
  ys.warnings.count: 1
  yosys_cells: 351
  largest_area_cell: "dfxtp_1"
placed_design:
  dpl_worst_slack_ns: 1.110
  place_congestion: 0.8012
  place_area_um2: 3293
  portBuffers: 2
  dp.cells: 476
  hpwlAfterDp_um: 3775
worst_setup_path:
  critPathArrivalTime_ns: 2.77
  reg2reg_depth: 8
  worst_setup_path_start_kind: "input port"
  crit_type: "input port to flop"
  r2r_setup_slack_ns: 1.55
  required_ns: 4.23
  critPathCaptureType: "flop"
  worst-path-max-fanout: 22
  rr_startpoint: "countOne[0]"
  r2r_end: "countOne[1]"
clock_network:
  clk_latency_ns: 0.34
  cts-root-buf: "clkbuf_8"
  numCtsBuffers: 9
  postCtsSetupRepairBufs: 0
  htree_levels: 3
  cts_tree: "built"
  numClockSinks: 65
  cts.path.max_buffers: 2
  path_clk_slew_ns: 0.07
  cts_hold_buf: 0
  cts_resized: 0
floorplan:
  core-area_um2: 10280
  fp.dieH_um: 104.9
  core_util_floorplan_pct: 30.90
  chipArea_um2: 11000
  rows: 37
  pin_count: 3
  die_width_um: 104.9
status:
  status: "completed"
layout:
  postLayoutCoreUtil_pct: 34.28
  instances_no_fill: 492
  stdcell_area_um2: 3523
  comb_area_um2: 1747
  drive_gt1_share_pct: 12.08
  fillerInstances: 1050
  regArea_um2: 1311
  area_delta_synth_final_pct: 10.95
min_path:
  min_path_cells: 1
  whs_endpoint: "countZero[31]"
  hold_start: "countZero[31]"
  min_path_type: "flop to flop"
route:
  drtPass1Iterations: 4
  diodes: 0
  drt_iter0_markers: 134
  drcViolationCount: 0
  ant_nets: 0
  drt_wl_total_um: 5690
  wl_per_cell_um: 11.57
  num_vias: 2332
  viasPerCell: 4.740
global_route:
  grt_usage_pct: 10.97
  grt_pass1_vias: 2086
  grt_pass1_wl_um: 9963
  antenna_found_initial: 0
  overflow: 0
  grt_start_max_net_pins: 23
sta:
  hold_ws_ns: 0.4764
  timing.fmax_mhz: 394.2
  rsz0062_at_grt: "no"
  fin_worst_skew_ns: 0.009300
  hold_viol: 0
  tightest_slew_ns: 0.6629
  slew_violations: 0
  max_slew_margin_pct: 55.81
  finalSetupViolations: 0
  setup_tns_ns: 0
  fin_crit_ns: 2.537
  finalCritPeriodShare_pct: 63.42
  fin_ws_ns: 1.463
power:
  power_density_nw_per_um2: 375.2
  power.total_mw: 1.322
  p_leak_nw: 1.290
  vdd_drop_max_mv: 0.1468
job:
  timing.max_cap.violations: 0
  tool_warnings: 27
## layout by cell type, fill, tap and decap left out, types with 12 or more instances in the layout
cell,instances
and3_1,14
nand2_1,13
nor2_1,56
nor2_2,12
dfxtp_1,64
xor2_1,40
xnor2_1,19
nand3_1,29
nand4_1,20
## worst max-delay path: stages
cell and delay [ns]:
clkdlybuf4s50_1 0.49, nor4b_1 0.19, nand2_1 0.08, nor4_2 0.04
a22oi_2 0.52, buf_4 0.40, and2b_2 0.25
## worst max-delay path by stage
stage	start	endpoint	depth (start not counted)
after CTS	bounceSignal	countOne[1]	7
after global routing	bounceSignal	countOne[1]	7
final	bounceSignal	countOne[1]	7
## per-layer routing
metal / share of wire [%] / track usage, % / vias to the layer above
met2: 40 / 15.70 / 34
met5: 0 / 0 / -
li1: - / - / 1219
met3: 3.8 / 1.334 / 9
met4: 1.7 / 2.113 / 0
met1: 54 / 18.01 / 1070
## logic make-up after synthesis
family,share of synthesized area [%]
AND/OR/NAND/NOR,34.87
adder cells (fa/ha/maj),1.576
buffers and inverters,3.822
XOR/XNOR,16.27
AND-OR/OR-AND,2.167
flip-flops,41.29
## area by class of cell
| type | count | area share [%] |
|---|---|---|
| sequential | 65 | 37.22 |
| clock buffer | 12 | 4.403 |
| timing repair buffer | 4 | 0.9943 |
| multi-input combinational | 263 | 49.57 |
| tap | 136 | 4.830 |
| inverter | 8 | 0.8523 |
| clock inverter | 4 | 2.131 |
## report_power, final
part / switching, mW / total (mW) / internal (mW)
Sequential: 0.00655 / 0.661 / 0.654
Clock: 0.244 / 0.629 / 0.385
Combinational: 0.0204 / 0.0323 / 0.0120
Total: 0.271 / 1.32 / 1.05
## state kept, by name (all words and copies together) (netlist names)
| register | cells |
|---|---|
| countOne | 32 |
| countZero | 32 |
| outTemp | 1 |
Power figures rest on the tool's default switching activity, not on a simulated workload.
